==> flow/design.v <==
module FSMcontrol (
    input clk, rst, go_i,
    input [7:0] n_reg,
    input n_grtr_0,
    output reg [2:0] state,
    output reg sel_a_reg, sel_n_reg, sel_result_reg,
    output ld_a, ld_n, ld_result,
	 output reg ld_output,
    output reg sig_done
);
parameter idle = 3'b000, init= 3'b001, check = 3'b010,
          process_even = 3'b011, process_odd = 3'b100, done = 3'b101;
always @(posedge clk, negedge rst) begin 
    if (~rst) begin 
		state <= idle;
		sig_done <=1'b0;
	 end
    else begin
        case (state)
            idle:         state <= (go_i) ? init : idle;
            init:         state <= check;
            check: begin
                if (!n_grtr_0) state <= done;
                else if (!n_reg[0]) state <= process_even;
                else state <= process_odd;
            end
            process_odd:  state <= check;
            process_even: state <= check;
            done: begin 
				state <= idle;
				sig_done <= 1'b1;
				end 
            default:      state <= idle;
        endcase
    end
end
always @(*) begin
    sel_a_reg = 0;
    sel_result_reg = 0;
    sel_n_reg = 0;
    ld_output = 0;
    case (state)
        init: begin
            sel_a_reg = 0;
            sel_result_reg = 0;
            sel_n_reg = 0;
        end
        process_odd: begin
            sel_a_reg = 1;
            sel_result_reg = 1;
            sel_n_reg = 1;
        end
        process_even: begin
            sel_a_reg = 1;
            sel_n_reg = 1;
        end
        done: ld_output = 1;
    endcase
end
assign ld_a = (state == process_even || state == process_odd || state == init);
assign ld_n = ld_a;
assign ld_result = (state == process_odd || state == init);
endmodule
module TL (
    input clk, rst, go_i,
    input [7:0] n_i, a_i,
    output [15:0] output_reg,
    output sig_done,
    output [7:0] LCD_DATA,
    output LCD_EN, LCD_RW, LCD_RS, LCD_ON, LCD_BLON, LCD_OVER,
	 output [6:0] seg0, seg1, seg2, seg3, seg4, seg5, seg6, seg7
);
    wire [2:0] state;
    wire sel_a_reg, sel_n_reg, sel_result_reg;
    wire ld_a, ld_n, ld_result, ld_output;
    wire n_grtr_0;
    wire [7:0] n_reg;
    FSMcontrol control_unit (
        .clk(clk),
        .rst(rst),
        .go_i(go_i),
        .n_reg(n_reg),
        .n_grtr_0(n_grtr_0),
        .state(state),
        .sel_a_reg(sel_a_reg),
        .sel_n_reg(sel_n_reg),
        .sel_result_reg(sel_result_reg),
        .ld_a(ld_a),
        .ld_n(ld_n),
        .ld_result(ld_result),
        .ld_output(ld_output),
        .sig_done(sig_done)
    );
    datapath datapath_unit (
        .clk(clk),
        .rst(rst),
        .n_i(n_i),
        .a_i(a_i),
        .sel_a_reg(sel_a_reg),
        .sel_n_reg(sel_n_reg),
        .sel_result_reg(sel_result_reg),
        .ld_a(ld_a),
        .ld_n(ld_n),
        .ld_result(ld_result),
        .ld_output(ld_output),
        .output_reg(output_reg),
        .n_reg(n_reg),
        .n_grtr_0(n_grtr_0)
    );
    abd_lcd_initializer lcd_unit (
        .clk(clk),
        .rst(rst),
        .start(sig_done),          
        .a_in(a_i),
        .n_in(n_i),
        .res_in(output_reg),
        .LCD_DATA(LCD_DATA),
        .LCD_EN(LCD_EN),
        .LCD_RS(LCD_RS),
        .LCD_RW(LCD_RW),
		  .LCD_ON(LCD_ON),
		  .LCD_BLON(LCD_BLON),
		  .done(LCD_OVER)
    );
    hex_to_7seg_anode disp0 (.hex(a_i[3:0]),        .seg(seg0));
    hex_to_7seg_anode disp1 (.hex(a_i[7:4]),        .seg(seg1));
    hex_to_7seg_anode disp2 (.hex(n_i[3:0]),        .seg(seg2));
    hex_to_7seg_anode disp3 (.hex(n_i[7:4]),        .seg(seg3));
    hex_to_7seg_anode disp4 (.hex(output_reg[3:0]),   .seg(seg4));
    hex_to_7seg_anode disp5 (.hex(output_reg[7:4]),   .seg(seg5));
    hex_to_7seg_anode disp6 (.hex(output_reg[11:8]),  .seg(seg6));
    hex_to_7seg_anode disp7 (.hex(output_reg[15:12]), .seg(seg7));
	 endmodule 
module abd_lcd_initializer (
    input clk,
    input rst,
    input start,
    input [7:0] a_in, n_in,
    input [15:0] res_in,
    output reg [7:0] LCD_DATA,
    output reg LCD_EN,
    output reg LCD_RS,
    output reg LCD_RW,
    output reg LCD_ON,
    output reg LCD_BLON,
    output reg done
);
localparam DELAY_15MS = 32'd750_000;  
localparam DELAY_5MS  = 32'd250_000;  
localparam EN_PULSE   = 32'd50;       
localparam RS_SETUP   = 32'd2;        
localparam 
    IDLE         = 6'd0,
    WAIT_15      = 6'd1,
    CMD_0        = 6'd2,
    CMD_1        = 6'd3,
    CMD_2        = 6'd4,
    CMD_3        = 6'd5,
    CMD_4        = 6'd6,
    CMD_5        = 6'd7,
    CMD_6        = 6'd8,
    CMD_7        = 6'd9,
    CMD_8        = 6'd10,
    CMD_9        = 6'd11,
    RS_WAIT      = 6'd12,
    EN_HIGH      = 6'd13,
    EN_LOW       = 6'd14,
    DELAY_5      = 6'd15,
    SEND_CHAR    = 6'd16,
    CHAR_RS_WAIT = 6'd17,
    CHAR_EN_HIGH = 6'd18,
    CHAR_EN_LOW  = 6'd19,
    DONE         = 6'd20;
reg [5:0] state;
reg [3:0] cmd_index;
reg [31:0] counter;
reg [4:0] char_index;
reg init;
reg [7:0] command_seq [0:9];
function [7:0] nibble_to_ascii;
    input [3:0] nibble;
    begin
        if (nibble < 10)
            nibble_to_ascii = "0" + nibble;
        else
            nibble_to_ascii = "A" + (nibble - 10);
    end
endfunction
always @ (posedge clk, negedge rst) begin
    if (~rst) begin
        state <= IDLE;
        counter <= 1'b0;
        cmd_index <= 4'b0;
        char_index <= 5'b0;
        LCD_BLON <= 1'b1;
        LCD_ON <= 1'b1;
        LCD_DATA <= 8'd0;
        {LCD_EN, LCD_RS, LCD_RW} <= 3'b000;
        done <= 1'b0;
        init <= 1'b0;
        command_seq[0] = 8'h30;
        command_seq[1] = 8'h30;
        command_seq[2] = 8'h30;
        command_seq[3] = 8'h3C;
        command_seq[4] = 8'h08;
        command_seq[5] = 8'h01;
        command_seq[6] = 8'h06;
        command_seq[7] = 8'h0E;
        command_seq[8] = 8'h01;
        command_seq[9] = 8'h80;
    end else begin
        case (state)
            IDLE: begin
                if (start) begin
                    state <= WAIT_15;
                    counter <= 0;
                    done <= 0;
                end
            end
            WAIT_15: begin
                if (counter >= DELAY_15MS) begin
                    state <= CMD_0;
                    init <= 1;
                    counter <= 0;
                    cmd_index <= 0;
                end else counter <= counter + 1;
            end
            CMD_0, CMD_1, CMD_2, CMD_3, CMD_4, CMD_5, CMD_6, CMD_7, CMD_8, CMD_9: begin
                LCD_RS <= 0;
                LCD_RW <= 0;
                LCD_DATA <= command_seq[cmd_index];
                counter <= 0;
                state <= RS_WAIT;
            end
            RS_WAIT: begin
                if (counter >= RS_SETUP) begin
                    LCD_EN <= 1;
                    state <= EN_HIGH;
                    counter <= 0;
                end else counter <= counter + 1;
            end
            EN_HIGH: begin
                if (counter >= EN_PULSE) begin
                    LCD_EN <= 0;
                    state <= EN_LOW;
                    counter <= 0;
                end else counter <= counter + 1;
            end
            EN_LOW: begin
                state <= DELAY_5;
                counter <= 0;
            end
            DELAY_5: begin
                if (counter >= DELAY_5MS) begin
                    if (init) begin
                        cmd_index <= cmd_index + 1;
                        if (cmd_index < 9) state <= CMD_0 + cmd_index;
                        else begin
                            init <= 0;
                            state <= SEND_CHAR;
                        end
                    end else begin
                        state <= SEND_CHAR;
                        char_index <= char_index + 1;
                    end
                end else counter <= counter + 1;
            end
            SEND_CHAR: begin
                LCD_RS <= 1;
                LCD_RW <= 0;
                counter <= 0;
                case (char_index)
                    0: LCD_DATA <= " ";
                    1: LCD_DATA <= "a";
                    2: LCD_DATA <= "=";
                    3: LCD_DATA <= " ";
                    4: LCD_DATA <= nibble_to_ascii(a_in[7:4]);
                    5: LCD_DATA <= nibble_to_ascii(a_in[3:0]);
                    6: LCD_DATA <= " ";
                    7: LCD_DATA <= "n";
                    8: LCD_DATA <= " ";
                    9: LCD_DATA <= "=";
                    10: LCD_DATA <= " ";
                    11: LCD_DATA <= nibble_to_ascii(n_in[7:4]);
                    12: LCD_DATA <= nibble_to_ascii(n_in[3:0]);
                    13: LCD_DATA <= " ";
                    14: begin
                        LCD_RS <= 0;
                        LCD_DATA <= 8'hC1;
                        state <= RS_WAIT;
                        counter <= 0;
                    end
                    15: LCD_DATA <= "r";
                    16: LCD_DATA <= "e";
                    17: LCD_DATA <= "s";
                    18: LCD_DATA <= "=";
                    19: LCD_DATA <= nibble_to_ascii(res_in[15:12]);
                    20: LCD_DATA <= nibble_to_ascii(res_in[11:8]);
                    21: LCD_DATA <= nibble_to_ascii(res_in[7:4]);
                    22: LCD_DATA <= nibble_to_ascii(res_in[3:0]);
                    default: state <= DONE;
                endcase
                if (char_index < 23) state <= CHAR_RS_WAIT;
            end
            CHAR_RS_WAIT: begin
                if (counter >= RS_SETUP) begin
                    LCD_EN <= 1;
                    counter <= 0;
                    state <= CHAR_EN_HIGH;
                end else counter <= counter + 1;
            end
            CHAR_EN_HIGH: begin
                if (counter >= EN_PULSE) begin
                    LCD_EN <= 0;
                    counter <= 0;
                    state <= CHAR_EN_LOW;
                end else counter <= counter + 1;
            end
            CHAR_EN_LOW: begin
                counter <= 0;
                if (char_index < 23)
                    state <= DELAY_5;
                else
                    state <= DONE;
            end
            DONE: done <= 1;
            default: state <= IDLE;
        endcase
    end
end
endmodule
module comparator (
	input [7:0] N ,
	output n_grtr_0
);
assign n_grtr_0 = (N >0)? 1'b1:1'b0;
endmodule
module datapath(
    input clk, rst,
    input [7:0] n_i, a_i,
    input sel_a_reg, sel_n_reg, sel_result_reg,
    input ld_a, ld_n, ld_result, ld_output,
    output reg [15:0] output_reg,
    output [7:0] n_reg,
    output n_grtr_0
);
reg [15:0] a_reg;
reg [15:0] result_reg;
reg [7:0] n_internal;
wire [15:0] outmuxa, outmuxn, outmuxresult;
wire [15:0] outproducta, outproductres;
wire [15:0] shifter_out;
assign n_reg = n_internal;
always @(posedge clk, negedge rst) begin
    if (~rst) begin
        n_internal <= 8'b0;
        a_reg <= 16'b0;
        result_reg <= 16'b0;
		  output_reg <=16'b0;
    end else begin
        if (ld_a)      a_reg <= outmuxa;
        if (ld_n)      n_internal <= outmuxn[7:0];
        if (ld_result) result_reg <= outmuxresult;
		  if (ld_output) output_reg <= result_reg;
    end
end
mux2to1 muxa    (.a({8'b0,a_i}), .b(outproducta), .sel(sel_a_reg),    .out(outmuxa));
mux2to1 muxn    (.a({8'b0,n_i}), .b(shifter_out), .sel(sel_n_reg),    .out(outmuxn));
mux2to1 muxres  (.a(16'b1), .b(outproductres), .sel(sel_result_reg), .out(outmuxresult));
mult multiA     (.a(a_reg),       .b(a_reg),        .product(outproducta));
mult multiRES   (.a(result_reg),  .b(a_reg),        .product(outproductres));
shifter shifter (.a({8'b0,n_internal}),  .shmat(3'b1),     .out(shifter_out));
comparator cmp  (.N(n_internal),  .n_grtr_0(n_grtr_0));
endmodule
module hex_to_7seg_anode (
    input  [3:0] hex,      
    output [6:0] seg       
);
    reg [6:0] seg_out;
    always @(*) begin
        case (hex)
            4'h0: seg_out = 7'b1000000;  
            4'h1: seg_out = 7'b1111001;  
            4'h2: seg_out = 7'b0100100;  
            4'h3: seg_out = 7'b0110000;  
            4'h4: seg_out = 7'b0011001;  
            4'h5: seg_out = 7'b0010010;  
            4'h6: seg_out = 7'b0000010;  
            4'h7: seg_out = 7'b1111000;  
            4'h8: seg_out = 7'b0000000;  
            4'h9: seg_out = 7'b0010000;  
            4'hA: seg_out = 7'b0001000;  
            4'hB: seg_out = 7'b0000011;  
            4'hC: seg_out = 7'b1000110;  
            4'hD: seg_out = 7'b0100001;  
            4'hE: seg_out = 7'b0000110;  
            4'hF: seg_out = 7'b0001110;  
            default: seg_out = 7'b1111111;  
        endcase
    end
    assign seg = seg_out;  
endmodule
module mult (
	input [15:0] a, b, 
	output [15:0] product 
);
assign product = a * b;
endmodule 
module mux2to1(
		input [15:0] a, b ,
		input sel,
		output [15:0] out
		);
assign out = (!sel)? a:b;
endmodule
module shifter (
						input [15:0] a,
						input [2:0]shmat,
						output [15:0] out);
assign out = a>>shmat;  			
endmodule 
==> flow/run.sh <==
#!/bin/bash
# OpenROAD 26Q1-2900-gdf79404cd8, Yosys 0.63+post, stock flow scripts
make -C /OpenROAD-flow-scripts/flow DESIGN_CONFIG=/design/flow/config.mk WORK_HOME=/design/flow/orfs finish
==> flow/config.mk <==
export PLATFORM = sky130hd
export DESIGN_NAME = TL
export DESIGN_NICKNAME = TL
export VERILOG_FILES = /design/flow/design.v
export SDC_FILE = /design/flow/constraint.sdc
export NUM_CORES = 4
export LEC_CHECK = 1
export CORE_UTILIZATION = 50
==> flow/constraint.sdc <==
current_design TL

set clk_period 9.3
set clk_io_pct 0.2

create_clock -name clk0 -period $clk_period [get_ports {clk}]

set non_clock_inputs [all_inputs -no_clocks]
set_input_delay [expr $clk_period * $clk_io_pct] -clock clk0 $non_clock_inputs
set_output_delay [expr $clk_period * $clk_io_pct] -clock clk0 [all_outputs]
==> impl_metrics.env <==
# source this file to load flow results
export IMPL_diodes=0
export IMPL_cp_end_kind="output port"
export IMPL_ys_types=82
export IMPL_track_usage_pct=26.42
export IMPL_coreArea_sq_um=32870
export IMPL_drt_total_wl_mm=41.78
export IMPL_clkTransAtPathRegs_ns=0.06
export IMPL_largest_register="lcd_unit.counter"
export IMPL_max_slew_margin_pct=45.22
export IMPL_critPathSlowestCell="clkdlybuf4s50_1"
export IMPL_finalCritPeriodShare_pct=64.56
export IMPL_outcome="complete, no violations"
export IMPL_ys_cells=2008
export IMPL_critPathMaxStageDelay_ns=0.62
export IMPL_vias=13490
export IMPL_synth_flops=121
export IMPL_period_needed_ns=6.004
export IMPL_place_area_sq_um=18070
export IMPL_areaGrowthSynthToFinish_pct=10.81
export IMPL_ys_seq_share_pct=17.98
export IMPL_routedWlPerCell_um=16.78
export IMPL_clock_path_buffers=2
export IMPL_globalplace_congestion=0.9436
export IMPL_p_per_area_nw_per_um2=70.61
export IMPL_cts_root_buffer="clkbuf_16"
export IMPL_critPathBufInv=3
export IMPL_tightest_slew_ns=0.8217
export IMPL_dieArea_sq_um=34430
export IMPL_cap_violations=0
export IMPL_arrival_ns=4.14
export IMPL_postRouteAntennaNets=0
export IMPL_tool_warnings=85
export IMPL_slew_violations=0
export IMPL_finalClockSkew_ns=0.01227
export IMPL_required_ns=7.44
export IMPL_numClockSinks=121
export IMPL_crit_fanout=8
export IMPL_synthArstFlopShare_pct=100.0
export IMPL_power_total_mw=1.318
export IMPL_timing_hold_ws_ns=0.4971
export IMPL_hold_buffers=0
export IMPL_insertion_delay_ns=0.43
export IMPL_synth_edff_count=0
export IMPL_rows=66
export IMPL_hold_class="reg -> reg"
export IMPL_worstPathCellList="clkdlybuf4s50_1, inv_1, ha_1, nor2b_1, nor3_1, a31oi_1, clkdlybuf4s50_1"
export IMPL_synth_cells=2008
export IMPL_syn_area_sq_um=16850
export IMPL_die_y_um=185.6
export IMPL_rsz0062_at_grt="no"
export IMPL_setup_viol=0
export IMPL_fin_area_sq_um=18670
export IMPL_io_buffers=102
export IMPL_crit_family="buffers and inverters"
export IMPL_ys_flop_type="dfrtp_1"
export IMPL_grt_max_degree=51
export IMPL_post_cts_buffers=0
export IMPL_setup_tns_ns=0
export IMPL_grt_pass1_wl_mm=68.39
export IMPL_leakage_nw=8.523
export IMPL_avgSynthCellArea_sq_um=8.390
export IMPL_vdd_drop_max_uv=122.9
export IMPL_drt_iter0_drc=644
export IMPL_cp_common_cell="clkdlybuf4s50_1"
export IMPL_io_pins=106
export IMPL_h_tree_depth=4
export IMPL_grt_ovfl_total=0
export IMPL_grt_pass1_vias=13190
export IMPL_hold_viol_final=0
export IMPL_largest_reg_flops=32
export IMPL_dr_pass1_iters=5
export IMPL_cts_tree="yes"
export IMPL_die_x_um=185.6
export IMPL_antenna_found_initial=0
export IMPL_yosys_area_sq_um=16850
export IMPL_criticalPathCategory="in -> out"
export IMPL_cp_start_kind="input pin"
export IMPL_cts_buffers=17
export IMPL_fmax_ghz=0.1666
export IMPL_place_hpwl_mm=32.11
export IMPL_drc_errors=0
export IMPL_yosys_warnings=5
export IMPL_post_drt_via_cell_ratio=5.416
export IMPL_initial_core_util_pct=51.26
export IMPL_cts_resized=0
export IMPL_drive_above_1_share_pct=4.590
## Yosys cell counts, types with 18 or more instances
| master | number | area share (%) |
|---|---|---|
| xor2_1 | 38 | 2.0 |
| fa_1 | 147 | 17 |
| nand2_1 | 236 | 5.3 |
| a21oi_1 | 76 | 2.3 |
| mux2i_1 | 43 | 2.6 |
| xnor2_1 | 74 | 3.8 |
| ha_1 | 183 | 14 |
| dfrtp_1 | 120 | 18 |
| a211oi_1 | 18 | 0.80 |
| a31oi_1 | 21 | 0.78 |
| nor2_1 | 91 | 2.0 |
| nor2b_1 | 18 | 0.67 |
| nand3_1 | 44 | 1.3 |
| nand3b_1 | 19 | 0.85 |
| clkbuf_1 | 87 | 1.9 |
| and2_1 | 97 | 3.6 |
| nor3_1 | 36 | 1.1 |
| o21ai_0 | 123 | 3.7 |
| inv_1 | 282 | 6.3 |
## per-stage QoR
| stage | utilization, % | cells | worst slack, ns |
|---|---|---|---|
| floorplan | - | 2009 | 3.681 |
| global placement | 54.98 | 2458 | 3.355 |
| detailed placement | 54.98 | 2458 | 3.326 |
| CTS | 56.80 | 2490 | 3.311 |
| global route | 56.80 | 2490 | 3.159 |
| finish | 56.80 | 2490 | 3.296 |
## cells in the final DEF, fill, tap and decap left out, types with 10 or more instances in the layout
cell,instances
o22ai_1,15
dfrtp_1,120
nor2_1,91
or3_1,11
nand2_1,236
xor2_1,38
o21ai_0,123
mux2_2,13
nand3_1,44
nor2b_1,18
nand2b_1,10
and2_1,97
xnor2_1,74
ha_1,183
a21oi_1,76
o21a_1,15
nor3_1,36
clkbuf_16,17
and3_1,12
nand3b_1,19
fa_1,147
a31oi_1,21
clkdlybuf4s50_1,101
buf_4,21
a211oi_1,18
inv_1,282
nand4_1,11
nor4_1,16
mux2i_1,43
## final timing paths
kind / start / end / slack [ns] / cells past startpoint
setup / recovery: a_i[5] / seg1[3] / 3.30 / 7
hold / removal: control_unit.state[2] / control_unit.state[1] / 0.50 / 1
setup reg to reg: datapath_unit.a_reg[6] / datapath_unit.result_reg[14] / 3.50 / 18
hold reg to reg: control_unit.state[2] / control_unit.state[1] / 0.50 / 1
max in group asynchronous: rst / datapath_unit.a_reg[5] / 6.31 / 3
min in group asynchronous: rst / datapath_unit.result_reg[4] / 1.44 / 1
## cell families (layout without fill, tap and decap cells)
group,Yosys count,count (layout),synth area share (%)
AOI/OAI and AO/OA,351,351,13.14
xor gates and xnor gates,113,113,5.957
buffers and inverters,397,436,9.269
muxes,58,58,3.691
other,2,3,0.04458
DFF,121,121,17.98
adders and majority gates,330,330,31.06
and+or+nand+nor,636,636,18.86
## report_power, final
part | switching, mW | internal [mW]
logic | 0.0620 | 0.0488
registers | 0 | 0.526
clock network | 0.272 | 0.409
total | 0.334 | 0.984
## worst register-to-register path: cells and delay by family (launching register included)
family	cells	cell delay, ns
buf+inv	5	0.47
compound gates	2	0.61
fa+ha+maj	7	3.37
simple gates	4	0.72
flops	1	0.56
## cell type report
| class | instances | area [sq um] |
|---|---|---|
| Clock inverter | 14 | 160.2 |
| Multi-Input combinational cell | 1491 | 12260 |
| Sequential cell | 121 | 3029 |
| Timing Repair Buffer | 122 | 1169 |
| Inverter | 282 | 1059 |
| Clock buffer | 18 | 439.2 |
| Tap cell | 442 | 553.0 |
| Fill cell | 2994 | 14200 |
## routing by layer
layer	part of all wire (%)	GRT usage [%]	vias to the layer above
li1	-	-	6665
met1	47	40.02	6465
met2	45	40.99	326
met3	6.3	6.600	29
met4	1.2	2.984	0
met5	0	0	-
